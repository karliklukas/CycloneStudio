[./run.sh]
#!/bin/bash
# OpenROAD 26Q1-2900-gdf79404cd8, Yosys 0.63+post, stock flow scripts
make -C /OpenROAD-flow-scripts/flow DESIGN_CONFIG=/design/flow/config.mk WORK_HOME=/design/flow/orfs finish
[./config.mk]
export PLATFORM = sky130hd
export DESIGN_NAME = cdel10000
export DESIGN_NICKNAME = cdel10000
export VERILOG_FILES = /design/flow/design.v
export SDC_FILE = /design/flow/constraint.sdc
export NUM_CORES = 4
export LEC_CHECK = 1
export CORE_AREA = 10 10 70 70
export DIE_AREA = 0 0 80 80
[./constraint.sdc]
current_design cdel10000

set clk_period 1.4
set clk_io_pct 0.2

create_clock -name clk0 -period $clk_period [get_ports {vstup}]

set non_clock_inputs [all_inputs -no_clocks]
set_input_delay [expr $clk_period * $clk_io_pct] -clock clk0 $non_clock_inputs
set_output_delay [expr $clk_period * $clk_io_pct] -clock clk0 [all_outputs]
[./design.v]
module cZERO(output wire Y);
assign Y = 1'b0;
endmodule
module cvstup(input wire vstup, output wire IN);
assign IN = vstup;
endmodule
module cvystup(input wire OUT, output wire vystup);
assign vystup = OUT;
endmodule
module cdel10000(input wire vstup,output wire vystup);
wire w1,w6,w2,w3,w4,w5;
cDIVIDE_BY10  b1(.CLK(w1),.RESET(w6),.OUT(w2));
cDIVIDE_BY10  b2(.CLK(w2),.RESET(w6),.OUT(w3));
cDIVIDE_BY10  b3(.CLK(w3),.RESET(w6),.OUT(w4));
cDIVIDE_BY10  b4(.CLK(w4),.RESET(w6),.OUT(w5));
cvstup b5(.vstup(vstup),.IN(w1));
cvystup b6(.OUT(w5),.vystup(vystup));
cZERO b7(.Y(w6));
endmodule
module cDIVIDE_BY10 ( input wire CLK , input wire RESET, output wire OUT);
parameter WIDTH = 3;     
parameter N = 5;          
reg [WIDTH-1:0] r_reg;
wire [WIDTH-1:0] r_nxt;
reg clk_track;
always @(posedge CLK  or posedge RESET)
begin
  if (RESET)
     begin
        r_reg <= 0;
	clk_track <= 1'b0;
     end
  else if (r_nxt == N)
 	   begin
	     r_reg <= 0;
	     clk_track <= ~clk_track;
	   end
  else 
      r_reg <= r_nxt;
end
 assign r_nxt = r_reg+1;   	      
 assign OUT = clk_track;
endmodule
==> results.txt <==
Here are the numbers from the latest Yosys + OpenROAD run.

Detailed-route iteration 0 reported a violation count of 3. The via count normalized by instance count is 3.19. Summing every instance area after synthesis gives 646 sq um. The number of hold buffers added after CTS was 0.

The final layout contains routed wiring with a total length of 687 um. The leakage power is 0.340 nW. The combined area of the multi-input logic cells came out at 240 sq um. The total area of sequential cells is 360 sq um.

The highest clock frequency the design can meet came out at 0.809 GHz. The proportion of netlist area held by the largest area contributor is 37.2%. The cell depth of the worst flop-to-flop path is 3.

The cell type contributing the most total cell area after synthesis is dfxtp_1. The pin count of the biggest net entering global routing came out at 6. The critical-path cell with the highest stage delay is dfxtp_1. The share of the synthesized netlist area taken by xor and xnor gates came out at 5.43%. The CTS report gives the tree buffer count as 3.

In this run the worst setup path terminates at b1.clk_track. Setup repair after global routing left no endpoint under its margin. In this run the core area contains 21 standard-cell rows. Per the run summary, max-cap violations total 0. Per the CTS log, the buffer count on the longest clock path is 2. The post-route total power is 0.274 mW. The number of hold-slack violations in the final timing report is 0. Per the finish-stage timing summary, setup violations number 0. Counting the fill cells in the layout gives 368. The tree is rooted in a clkbuf_4. The fraction of layout instances using a drive strength above 1 came out at 4.92%. At the end of routability-driven placement, the weighted congestion stood at 0.632. The main area contributors are dfxtp_1 (37%), edfxtp_1 (19%), ha_1 (16%). The signal on the critical path passes through ha_1 > xor2_1 > and2_1.

The critical path endpoint has a required time of 1.36 ns. The final-layout setup total negative slack came out at 0 ns. STA classifies the critical path endpoint as a flop. The type of the most critical hold path is flop to flop. Per STA, the startpoint of the critical path is b1.r_reg[0]. The netlist uses 9 different library cells. Counting the warning lines in the Yosys log gives 1. The final timing report derives a shortest allowable period of 1.24 ns. The fraction of the cycle the final worst path needs is 88.3%. Looking at the setup timing report, the critical path kind is flop to flop. The reg-to-reg startpoint is b1.r_reg[0]. The count of nets left with antenna violations once routing finished came out at 0. The core area came out at 3420 sq um.

The routed layout reports a DRC error count of 0. The run finished with clean final reports. The CTS tree is done. The later pin in the worst-skew pair is clocked with a latency of 0.24 ns. The die height came out at 80 um. The count of endpoints without a timing constraint came out at 16. The worst setup skew after layout came out at 0.0121 ns. After technology mapping, the gate count stands at 56. The endpoint identified for the worst register-to-register timing path is b1.clk_track.

The peak per-stage delay on the critical path came out at 0.32 ns. Multiplexer cells account for 0% of the synthesized area. The number of top-level pins is 2. The data arrival time of the worst path is 1.19 ns. The total global routing overflow came out at 0. The number of global-route vias before repair was 352. In the final report, the number of pins over their slew limit comes to 0.

The post-CTS repair timing setup buffer count is 0. The worst-case reg-to-reg setup slack stands at 0.16 ns. The post-synthesis sequential area ratio came out at 55.8%. The nature of the critical path startpoint is a flop. The count of unclocked register or latch pins is 12.

The average routed wire per standard cell is 6.42 um. The horizontal die size is 80 um. The clock-pin transition on the worst setup and hold timing paths is 0.04 ns. The length of the first detailed-routing pass in iterations is 2. The first global-routing pass estimated 1280 um of wire.

The H-tree depth came out at 1. The peak supply drop is 0.478 mV. Yosys shows that the main logic family after synthesis is adder cells.

Summing the areas of all compound-gate instances in the mapped netlist gives 7.75% of the synthesized area. The buffer_ports step reported a buffer count of 1. The initial antenna violation count came out at 0. The flow reported a cell area power density of 371 nW/um^2.

Once layout is done, the placed cells without fillers occupy 739 sq um. The number of diodes added for antenna fixing is 0. The cell count listed in synth_stat.txt is 56. The total die size is 6400 sq um. The measured slew at the worst slew-check pin is 0.297 ns. The area figure in the yosys stat output came out at 646 sq um.

Once the clock tree was built, the resizer swapped 0 gates to a different size. The relative slew slack is 80.1%. The placed instances occupy a cell area of 713 sq um. The post-synthesis to final-layout area growth came out at 14.5%. The global-route usage over all layers came out at 2.32%. The number of warning messages in the logs came out at 29.

The post-route worst hold slack is 0.451 ns. Once synthesis finished, the tally of register bits stood at 16. The pre-placement core utilization came out at 18.9%.

The simple logic cell fraction of the synthesized area came out at 8.53%. The share of synthesized cell area in full adder, half adder and majority cells is 15.5%. The post-synthesis area per instance is 11.5 sq um. The maximum fanout along the worst path came out at 4. The half-perimeter wire length after placement came out at 567 um. The detailed-route via count is 341.
worst min path at each step:
stage	from	endpoint	slack (ns)	depth (start not counted)
4_1_cts	b1.r_reg[0]	b1.r_reg[0]	0.45	1
5_1_grt	b1.r_reg[0]	b1.r_reg[0]	0.51	1
6_report	b1.r_reg[0]	b1.r_reg[0]	0.45	1
layout make-up:
| cell class | count | area share (%) |
|---|---|---|
| clock buffer | 4 | 3.55 |
| inverter | 12 | 6.09 |
| multi-input combinational | 28 | 32.5 |
| sequential | 16 | 48.7 |
| tap | 46 | 7.78 |
| timing repair buffer | 1 | 1.35 |
placed cells by master (no fill, tap or decap), drive strengths merged:
cell | netlist | routed
ha | 8 | 8
clkbuf | 0 | 4
dfxtp | 12 | 12
inv | 12 | 12
and2 | 4 | 4
a21oi | 4 | 4
clkdlybuf4s50 | 0 | 1
a21boi | 4 | 4
xor2 | 4 | 4
edfxtp | 4 | 4
and2b | 4 | 4
routing by layer:
layer	share of wire, %	GRT usage [%]	vias to the layer above
met5	0	0	-
met4	0	0.176	0
met3	4.2	0.909	0
met2	46	4.09	2
met1	50	2.70	152
li1	-	-	187
cell families after synthesis:
kind of cell,Yosys count
AND/OR/NAND/NOR,8
buffers and inverters,12
flip-flops,16
AND-OR/OR-AND,8
XOR/XNOR,4
adder cells (fa/ha/maj),8
through the flow:
stage	setup slack [ns]	cells	util (%)
global placement	0.234	103	20.9
detailed placement	0.168	103	20.9
finish	0.164	107	21.6
CTS	0.160	107	21.6
global route	0.0611	107	21.6
floorplan	0.251	56	-
critical path: cells and delay by family, from the launching register on:
| family | cells | cell delay, ns |
|---|---|---|
| XOR/XNOR | 1 | 0.25 |
| flip-flops | 1 | 0.32 |
| AND/OR/NAND/NOR | 1 | 0.17 |
| adder cells (fa/ha/maj) | 1 | 0.21 |
Yosys cell counts (all sizes together):
master  number
dfxtp       12
inv         12
ha           8
a21boi       4
a21oi        4
and2         4
and2b        4
edfxtp       4
xor2         4
report_power, final:
group	switching, mW	internal (mW)
clock network	0.0486	0.107
registers	0	0.118
logic	0	0
Power and IR drop assume default switching activity.
