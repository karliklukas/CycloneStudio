==> flow/design.v <==
module cZERO(output wire Y);
assign Y = 1'b0;
endmodule
module cdel1000(input wire vstup,output wire vystup);
wire w3,w5,w1,w2,w4;
cDIVIDE_BY10  b1(.CLK(w3),.RESET(w5),.OUT(w1));
cDIVIDE_BY10  b2(.CLK(w1),.RESET(w5),.OUT(w2));
cDIVIDE_BY10  b3(.CLK(w2),.RESET(w5),.OUT(w4));
cvstup b4(.vstup(vstup),.IN(w3));
cvystup b5(.OUT(w4),.vystup(vystup));
cZERO b6(.Y(w5));
endmodule
module cvstup(input wire vstup, output wire IN);
assign IN = vstup;
endmodule
module cvystup(input wire OUT, output wire vystup);
assign vystup = OUT;
endmodule
module cDIVIDE_BY10 ( input wire CLK , input wire RESET, output wire OUT);
parameter WIDTH = 3;     
parameter N = 5;          
reg [WIDTH-1:0] r_reg;
wire [WIDTH-1:0] r_nxt;
reg clk_track;
always @(posedge CLK  or posedge RESET)
begin
  if (RESET)
     begin
        r_reg <= 0;
	clk_track <= 1'b0;
     end
  else if (r_nxt == N)
 	   begin
	     r_reg <= 0;
	     clk_track <= ~clk_track;
	   end
  else 
      r_reg <= r_nxt;
end
 assign r_nxt = r_reg+1;   	      
 assign OUT = clk_track;
endmodule
==> flow/run.sh <==
#!/bin/bash
# OpenROAD 26Q1-2900-gdf79404cd8, Yosys 0.63+post, stock flow scripts
make -C /OpenROAD-flow-scripts/flow DESIGN_CONFIG=/design/flow/config.mk WORK_HOME=/design/flow/orfs finish
==> flow/config.mk <==
export PLATFORM = sky130hd
export DESIGN_NAME = cdel1000
export DESIGN_NICKNAME = cdel1000
export VERILOG_FILES = /design/flow/design.v
export SDC_FILE = /design/flow/constraint.sdc
export NUM_CORES = 4
export LEC_CHECK = 1
export CORE_AREA = 10 10 73 73
export DIE_AREA = 0 0 83 83
==> flow/constraint.sdc <==
current_design cdel1000

set clk_period 1.4
set clk_io_pct 0.2

create_clock -name clk0 -period $clk_period [get_ports {vstup}]

set non_clock_inputs [all_inputs -no_clocks]
set_input_delay [expr $clk_period * $clk_io_pct] -clock clk0 $non_clock_inputs
set_output_delay [expr $clk_period * $clk_io_pct] -clock clk0 [all_outputs]
==> results.txt <==
Synthesis and PnR results.

- The flow ran to the end, and the final reports show no timing, DRC or antenna violations.
- Measured on the finished design, the core utilization comes to 0.160.
- The count of port buffers added during placement reads 1.
- In the CTS report, the clock slew at the register clock pins of the worst setup and hold paths is listed as 0.04 ns.
- Endpoints failing hold in the final report were tallied at 0.
- The total leakage power is 0.268 nW.
- The core area is 3740 µm².
- The remaining antenna violation count after routing is 0.
- Summing over the stages, the warning tally comes to 28.
- The number of cell instances after yosys synthesis reads 42.
- The timing startpoint of the critical path reads b1.r_reg[0]$_SDFF_PN0_.
- Setup repair after global routing left no endpoint under its margin.
- The final layout report lists a filler cell count of 427.
- The share of cells above drive strength 1 reads 0.0638.
- The detailed-router iteration count before antenna repair reads 2.
- STA classifies the critical path endpoint as a register.
- The final critical-path setup slack is 0.141 ns.
- The count of synthesis-stage warnings from yosys reads 1.
- The wire length of the first global-routing pass reads 1050 µm.
- The number of vias after detailed routing reads 265.
- The number of unconstrained endpoints is 11.
- The per-instance average area after synthesis reads 11.5 µm².
- The post-synth design cell area is 484 µm².
- The worst-case IR drop observed on VDD is 0.000464 V.
- The CTS root buffer reads sky130_fd_sc_hd__clkbuf_8.
- The script logs the ratio of routed vias to standard cells as 2.79.
- The placed wire-length estimate is 418 µm.
- The number of rows in the core area is 22.
- The final estimated routing congestion in global placement is 0.643.
- The area added between synthesis and finish is 23.8%.
- The arrival time of data at the worst endpoint is listed as 1.19 ns.
- The instance count after placement with tap cells included is 91.
- Across the run, the number of max-cap violations was 0.
- The number of antenna violations at the first check in global routing reads 0.
- The transition time recorded at the tightest slew-check pin is 0.277 ns.
- The required time of the worst setup path reads 1.34 ns.
- Per the synth log, the flip-flop and latch total comes to 12.
- The headroom to the max-slew limit is 0.815.
- The via count of the first global-routing pass is 263.
- The launch point of the worst hold path reads b1.r_reg[0]$_SDFF_PN0_.
- The number of gates resized after cts is 0.
- The number of placed I/O pins reads 2.
- The number of cells produced by synthesis is 42.
- The overall routed net length reads 550 µm.
- The post-route total power reads 0.377 mW.
- The area occupied by registers reads 270 µm².
- The DRC violation total left in the routed layout is recorded as 0.
- The number of hold-repair buffers added at the cts stage reads 0.
- The sequential area share after synthesis reads 0.558.
- For reference, the critical path cell chain is ha_1 > xor2_1 > and2_1.
- The number of DRC violations after detailed-routing iteration 0 is 1.
- The number of CTS-inserted buffers reads 3.
- The category of the most critical setup path reads reg -> reg.
- Per the CTS log, the maximum H-tree level is 1.
- The multi-input gate area in the final layout reads 180 µm².
- Entering global routing, the biggest net connects 6 pins.
- The number of slew-limit violations in the final report is 0.
- The chip area is 6890 µm².
- The delay of the slowest cell on the worst path reads 0.32 ns.
- The width of the die is 83 µm.
- The critical path's slowest stage uses the library cell sky130_fd_sc_hd__dfxtp_1.
- The most common logic cells in the final layout are 9 x sky130_fd_sc_hd__inv_1, 9 x sky130_fd_sc_hd__dfxtp_1, 6 x sky130_fd_sc_hd__ha_1.
- The global-route usage over all layers is 0.0164.
- For this run, the number of standard cells in the final layout without fillers is 95.
- The buffering stage count on the worst path with inverters included is 0.
- The TritonCTS clock tree is built.
- The pre-CTS setup slack reads 0.170 ns.
- The peak clock frequency supported by timing reads 0.794 GHz.
- The setup TNS after final layout is 0 ns.
- The worst hold slack reads 0.451 ns.
- The yosys-reported design area after synthesis is 484 µm².
- The sum of overflow across all layers after global routing is 0.
- The number of inserted diodes reads 0.
- The worst flop-to-flop path startpoint is b1.r_reg[0]$_SDFF_PN0_.
- The cell family contributing the most delay on the critical path reads flip-flops.
- The placement stage leaves a total instance area of 554 µm².
- The routed wirelength normalized by instance count is 5.79 µm.
- The post-route cell area reads 599 µm².
- The number of register pins that no clock reaches reads 8.
- The distinct cell type count of the synthesized netlist reads 9.
- The setup fix buffers added after clock tree synthesis reads 0.
- The worst-case clock skew is 0.00625 ns.
- The final setup violation count is 0.
- The highest fanout seen on the critical path reads 4.
- The period utilization is 0.899.
- STA classifies the critical path startpoint as a register.
- The final critical path time including I/O delays and setup is 1.26 ns.
- The clock latency of the later-clocked register in the worst-skew pair is 0.22 ns.
- The class of the tightest hold or removal check reads reg -> reg.
- Looking at the clock tree report, the maximum root-to-sink buffer count equals 2.
- The report lists the power per cell area as 629 nW/µm².
- The y dimension of the die reads 83 µm.
- The starting density of the core reads 0.129.
## metal layers
layer  up-vias  share of wire  global-route usage
met5         -              0                   0
met4         0          0.016             0.00615
met3         2          0.044             0.00591
met2         4           0.45              0.0258
met1       120           0.49              0.0200
li1        139              -                   -
## where the power goes
group          internal (mW)  leakage, nW  switching [mW]
Clock                  0.195       0.0228          0.0637
Combinational              0        0.138               0
Sequential             0.119        0.107               0
Total                  0.313        0.268          0.0637
## final timing paths
path / endpoint / slack (ns) / cells after the start
worst min-delay path: b1.r_reg[0]$_SDFF_PN0_ / 0.45 / 1
worst min register to register: b1.r_reg[0]$_SDFF_PN0_ / 0.45 / 1
worst max-delay path: b1.clk_track$_DFFE_PN_ / 0.14 / 3
worst max register to register: b1.clk_track$_DFFE_PN_ / 0.14 / 3
## logic make-up (layout without fill, tap and decap cells)
group                      after synthesis  count (layout)  share of synthesized area
DFF                                     12              12                      0.558
buffers and inverters                    9              14                     0.0698
adders and majority gates                6               6                      0.155
AOI/OAI and AO/OA                        6               6                     0.0775
and+or+nand+nor                          6               6                     0.0853
xor gates and xnor gates                 3               3                     0.0543
## cell type report
type	instances	share of cell area
Multi-Input combinational cell	21	0.301
Clock buffer	4	0.0752
Timing Repair Buffer	1	0.0167
Tap cell	48	0.100
Sequential cell	12	0.451
Inverter	9	0.0564
## synth_stat cells
cell type / instances / area (µm²)
sky130_fd_sc_hd__dfxtp_1: 9 / 180
sky130_fd_sc_hd__ha_1: 6 / 75.1
sky130_fd_sc_hd__a21oi_1: 3 / 15.0
sky130_fd_sc_hd__a21boi_0: 3 / 22.5
sky130_fd_sc_hd__and2b_1: 3 / 22.5
sky130_fd_sc_hd__edfxtp_1: 3 / 90.1
sky130_fd_sc_hd__xor2_1: 3 / 26.3
sky130_fd_sc_hd__inv_1: 9 / 33.8
sky130_fd_sc_hd__and2_1: 3 / 18.8
## worst reg2reg max path, cell delays in order (launching register included)
cell and delay, ns:
sky130_fd_sc_hd__dfxtp_1 0.32, sky130_fd_sc_hd__ha_1 0.21, sky130_fd_sc_hd__xor2_1 0.27, sky130_fd_sc_hd__and2_1 0.18
Power is estimated from default activity; no workload was simulated.
