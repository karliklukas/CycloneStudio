## /design/flow/run.sh

```bash
#!/bin/bash
# OpenROAD 26Q1-2900-gdf79404cd8, Yosys 0.63+post, stock flow scripts
make -C /OpenROAD-flow-scripts/flow DESIGN_CONFIG=/design/flow/config.mk WORK_HOME=/design/flow/orfs finish
```

## /design/flow/config.mk

```make
export PLATFORM = sky130hd
export DESIGN_NAME = cblokBlikac
export DESIGN_NICKNAME = cblokBlikac
export VERILOG_FILES = /design/flow/design.v
export SDC_FILE = /design/flow/constraint.sdc
export NUM_CORES = 4
export LEC_CHECK = 1
export CORE_AREA = 10 10 105 105
export DIE_AREA = 0 0 115 115
```

## /design/flow/constraint.sdc

```tcl
current_design cblokBlikac

set clk_period 1.2
set clk_io_pct 0.2

create_clock -name clk0 -period $clk_period [get_ports {inCLK}]

set non_clock_inputs [all_inputs -no_clocks]
set_input_delay [expr $clk_period * $clk_io_pct] -clock clk0 $non_clock_inputs
set_output_delay [expr $clk_period * $clk_io_pct] -clock clk0 [all_outputs]
```

## /design/flow/design.v

```verilog
module cblokBlikac(output wire out_LED0,output wire outLED1,input wire inRESET,input wire inCLK);
wire w1,w3,w4,w5,w6,w7,w8,w9,w10,w11,w2,w12;
cDIVIDE_BY10  b1(.CLK(w1),.RESET(w3),.OUT(w4));
cDIVIDE_BY10  b2(.CLK(w4),.RESET(w3),.OUT(w5));
cDIVIDE_BY10  b3(.CLK(w5),.RESET(w3),.OUT(w6));
cDIVIDE_BY10  b4(.CLK(w6),.RESET(w3),.OUT(w7));
cDIVIDE_BY10  b5(.CLK(w7),.RESET(w3),.OUT(w8));
cDIVIDE_BY10  b6(.CLK(w8),.RESET(w3),.OUT(w9));
cDIVIDE_BY10  b7(.CLK(w9),.RESET(w3),.OUT(w10));
cDIVIDE_BY10  b8(.CLK(w10),.RESET(w3),.OUT(w11));
cNOT b9(.A(w2),.Y(w3));
cNOT b10(.A(w11),.Y(w12));
cout_LED0 b11(.OUT(w12),.out_LED0(out_LED0));
coutLED1 b12(.OUT(w11),.outLED1(outLED1));
cinRESET b13(.inRESET(inRESET),.IN(w2));
cinCLK b14(.inCLK(inCLK),.IN(w1));
endmodule
module cinCLK(input wire inCLK, output wire IN);
assign IN = inCLK;
endmodule
module cinRESET(input wire inRESET, output wire IN);
assign IN = inRESET;
endmodule
module coutLED1(input wire OUT, output wire outLED1);
assign outLED1 = OUT;
endmodule
module cout_LED0(input wire OUT, output wire out_LED0);
assign out_LED0 = OUT;
endmodule
module cNOT(input wire A,output wire Y);
assign Y = !A;
endmodule
module cDIVIDE_BY10 ( input wire CLK , input wire RESET, output wire OUT);
parameter WIDTH = 3;     
parameter N = 5;          
reg [WIDTH-1:0] r_reg;
wire [WIDTH-1:0] r_nxt;
reg clk_track;
always @(posedge CLK  or posedge RESET)
begin
  if (RESET)
     begin
        r_reg <= 0;
	clk_track <= 1'b0;
     end
  else if (r_nxt == N)
 	   begin
	     r_reg <= 0;
	     clk_track <= ~clk_track;
	   end
  else 
      r_reg <= r_nxt;
end
 assign r_nxt = r_reg+1;   	      
 assign OUT = clk_track;
endmodule
```

==> reports/results.ini <==
[status]
run_status=finished clean

[clock_tree]
htree_levels=1
clock_insertion_delay_worst_skew_ps=210
cts-hold-fix-buffers=0
tritoncts.num_buffers=3
path_clk_slew_ps=30
tritoncts_clock_tree=done
cts_post_setup_buffers_inserted=0
post_cts.resized_instances=0
ctsRootBufferMaster=sky130_fd_sc_hd__clkbuf_8
cts-root-to-sink-buffers=2

[logic_synthesis]
yosys_warnings=1
syn_area_um2=1330
synth_cell_types=8
ys_seq_frac=0.604
netlist_instances=105
avgSynthCellArea_um2=12.6
synth.ff_latch_count=32
ys_chip_area_um2=1330
synth_stat.cells=105

[timing]
slew_headroom=0.771
hold_vio_cnt_final=0
untimed_endpoints=30
rsz0062_at_grt=false
register_pins_left_without_a_clock=28
maxSlewViolCount=0
timing.fmax_ghz=0.897
min_period_over_period=0.929
worst_slew_pin_slew_ps=344
fin_crit_ps=1110
setup_violations=0
fin_worst_skew_ps=3.43
setup_total_negative_slack_ps=0

[final_layout]
utilization=0.176
final-seq-area_um2=801
area.combinational_um2=468
area_growth_syn_to_layout_pct=16.7
drive_gt1_frac=0.0446
layout_top_cell=sky130_fd_sc_hd__dfrtp_1
fin_cells=220
layout.cells.most_common_list=sky130_fd_sc_hd__dfrtp_1, sky130_fd_sc_hd__inv_1, sky130_fd_sc_hd__ha_1
n_fill_cell=957

[worst_setup_path]
crit_chain=ha_1 -> xor2_2 -> nand2_1 -> xnor2_1
worst_setup_path_end_kind=register
criticalPathCategory=register to register
rrSetupSlack_ps=90
required_ps=1290
slowest_delay_ps=380
timing.critical_path.arrival_ps=1210
critical-path-slowest-cell=sky130_fd_sc_hd__dfrtp_1
largest_fanout_on_the_critical_path=3
critPathLaunchType=register

[detailed_routing]
vias=641
avgRoutedWirePerCell_um=6.35
vias_per_cell=2.91
drt_iter0_markers=15
drt_wl_total_um=1400
antenna_violating_nets_post_route=0
antenna_cells=0
drtPass1Iterations=3
drcViolationCount=0

[pwr]
cellPowerDensity_nw_per_um2=282
irDropWorstVdd_v=0.00101
p_leak_nw=0.776

[floorplan]
floorplanUtilization=0.151
die_boundary_height_um=115
placement_rows=34
fp.dieArea_um2=13200
die.size.x_um=115
ios=4
coreArea_um2=8760

[grt]
largest_net_degree_at_the_start_of_global_routing=29
grt.total_usage=0.0234
vias_in_the_first_global_route=654
globalRoute.totalOverflow=0
grt_pass1_wl_um=2700
grt_antenna_before_repair=0

[run]
warning_count=33
max_cap_viol_count=0

[place]
placer_congestion=0.734
place.detailed.hpwl_um=1160
numPlacedInstances=217
place.port_buffers=3

[min_path]
hp-class=input pin to asynchronous set/reset pin

final timing paths:
path / start / to / cells after the start
max reg2reg: b1.r_reg[0] / b1.clk_track / 4
min: inRESET / b1.clk_track / 1
min in group clk0: b1.r_reg[0] / b1.r_reg[0] / 1
max: b1.r_reg[0] / b1.clk_track / 4
max in group asynchronous: inRESET / b1.r_reg[1] / 1
min reg2reg: b1.r_reg[0] / b1.r_reg[0] / 1
cell families after synthesis:
group / after synthesis / share of synthesized area
adder cells (fa/ha/maj): 16 / 0.151
XOR/XNOR: 16 / 0.106
AND/OR/NAND/NOR: 16 / 0.0604
AND-OR/OR-AND: 8 / 0.0302
buffers and inverters: 17 / 0.0482
flip-flops: 32 / 0.604
stage by stage:
stage,hold WS (ps),instance area (um^2),setup slack [ps],power [mW]
6_report,286,1550,85.8,0.436
2_1_floorplan,-55.6,1330,112,0.137
3_5_place_dp,450,1500,66.7,0.165
5_1_grt,305,1550,3.75,0.462
4_1_cts,293,1540,49.8,0.446
3_3_place_gp,441,1500,81.8,0.165
layout make-up:
type                            instances  share of cell area
Inverter                               17              0.0413
Multi-Input combinational cell         56               0.303
Timing Repair Buffer                    4              0.0243
Sequential cell                        32               0.518
Tap cell                              108              0.0874
Clock buffer                            3              0.0267
per-layer routing:
layer / vias to the layer above / routed length [um] / global-route usage
met2: 7 / 571 / 0.0357
met4: 0 / 0 / 0.000825
met5: - / 0 / 0
met3: 0 / 69 / 0.00633
met1: 302 / 756 / 0.0343
li1: 332 / - / -
where the power goes:
group          switching (mW)  internal [mW]  total, mW
clock network          0.0620          0.213      0.275
logic                  0.0211        0.00498     0.0261
registers                   0          0.135      0.135
total                  0.0831          0.353      0.436
worst max-delay path: cells and delay by family (launching register included):
| kind | cells | cell delay [ps] |
|---|---|---|
| flops | 1 | 380 |
| fa+ha+maj | 1 | 240 |
| xor+xnor | 2 | 290 |
| simple gates | 1 | 90 |
synthesized netlist by cell type, drive strengths merged:
cell | n | area share
dfrtp | 32 | 0.60
inv | 17 | 0.048
ha | 16 | 0.15
a21oi | 8 | 0.030
nand2 | 8 | 0.023
nor2b | 8 | 0.038
xnor2 | 8 | 0.053
xor2 | 8 | 0.053
Power is estimated from default activity; no workload was simulated.
